[design/flow/config.mk]
export PLATFORM = sky130hd
export DESIGN_NAME = traffic_light
export DESIGN_NICKNAME = traffic_light
export VERILOG_FILES = /design/flow/design.v
export SDC_FILE = /design/flow/constraint.sdc
export NUM_CORES = 4
export LEC_CHECK = 1
export CORE_UTILIZATION = 40
[design/flow/constraint.sdc]
current_design traffic_light

set clk_period 3.1
set clk_io_pct 0.2

create_clock -name clk0 -period $clk_period [get_ports {clk}]

set non_clock_inputs [all_inputs -no_clocks]
set_input_delay [expr $clk_period * $clk_io_pct] -clock clk0 $non_clock_inputs
set_output_delay [expr $clk_period * $clk_io_pct] -clock clk0 [all_outputs]
[design/flow/design.v]
module traffic_light (
    input wire clk, button, rx,
    output reg redLight, yellowLight, greenLight, tx, a,b,c,d,e,f,g,
    output reg [1:0] selectUart
);
reg [23:0] counter = 0;
reg [2:0] secCounter = 0;
reg [2:0] secCounterDisplay = 3'd4;
reg [2:0] trafficLightStates = 3'b100;  
reg error = 0;
reg buttonStable = 0;
reg buttonPressed = 0;
reg override = 0;
reg overridden = 0;
reg [2:0] overrideState = 0;
wire [7:0] pcInput;
reg [7:0] segmentDisplay = 0;
assign unused = 0;
traffic_light_uarttx uarttx_module (
    .clk(clk),
    .selectUart(selectUart),
    .tx(tx)
);
traffic_light_uartrx uartrx_module (
    .clk(clk),
    .pcInput(pcInput),
    .rx(rx)
);
always @(posedge clk) begin
    case (pcInput)
        "G": begin
            overrideState <= 3'b100;
            override <= 1;
        end
        "Y": begin
            overrideState <= 3'b110;
            override <= 1;
        end
        "R": begin
            overrideState <= 3'b001;
            override <= 1;
        end
        "X": begin
            override <= 0;
        end
    endcase
    counter <= counter + 1;
    if (button && !buttonStable && !buttonPressed) begin
        buttonStable <= 1;
        selectUart <= 2'b11;
        secCounterDisplay <= secCounterDisplay - 1;
    end
    if (override && !overridden) begin
        override <= 0;
        overridden <= 1;
        trafficLightStates <= overrideState;
        counter <= 0;
        secCounter <= 0;
    end
    if (counter == 12000000) begin
        counter <= 0;
        secCounter <= secCounter + 1;
    end
        case (trafficLightStates)
            3'b100: begin
                if (buttonStable) begin
                    buttonPressed <= 1;
                    secCounter <= secCounter + 1;
                    buttonStable <= 0;
                end
                else if (secCounter >= 4) begin
                    secCounter <= 0;
                    overridden <= 0;
                    trafficLightStates <= 3'b110;
                    selectUart <= 2'b01;
                end
            end
            3'b110: begin;
                if (secCounter >= 2) begin
                    secCounter <= 0; 
                    overridden <= 0;
                    trafficLightStates <= 3'b001;
                    selectUart <= 2'b10;
                end
            end
            3'b001: begin
                if (secCounter >= 4) begin
                    secCounter <= 0;
                    overridden <= 0;
                    trafficLightStates <= 3'b100;
                    selectUart <= 2'b00;     
                    buttonPressed <= 0;  
                end
            end
        endcase
    case (trafficLightStates)
        3'b100: secCounterDisplay <= 4 - secCounter;
        3'b110: secCounterDisplay <= 2 - secCounter;
        3'b001: secCounterDisplay <= 4 - secCounter;
    endcase
    case (secCounterDisplay)  
        3'd0: segmentDisplay <= 7'b1111110;  
        3'd1: segmentDisplay <= 7'b0110000;  
        3'd2: segmentDisplay <= 7'b1101101;  
        3'd3: segmentDisplay <= 7'b1111001;  
        3'd4: segmentDisplay <= 7'b0110011;  
        3'd5: segmentDisplay <= 7'b1011011;  
        3'd6: segmentDisplay <= 7'b1011111;  
        3'd7: segmentDisplay <= 7'b1110000;  
        3'd8: segmentDisplay <= 7'b1111111;  
        3'd9: segmentDisplay <= 7'b1111011;  
        default: segmentDisplay <= 7'b0000000;
    endcase
    if (override) segmentDisplay <= 0;
    {a,b,c,d,e,f,g} = ~segmentDisplay;
    greenLight <= trafficLightStates[0];
    yellowLight <= trafficLightStates[1];
    redLight <= trafficLightStates[2];
end
endmodule
module traffic_light_uartrx (
    input wire clk, 
    input wire rx,
    output reg [7:0] pcInput
);
reg signed [7:0] baudCounter = 0;
initial pcInput = 0;
reg [7:0] message = 0;
reg idle = 1;
reg [3:0] sending = 0;
always @(posedge clk) begin
    if (rx == 0 && idle) begin
        idle <= 0;
        baudCounter <= -52;
    end
    if (!idle) begin
        baudCounter <= baudCounter + 1;
        if (baudCounter == 104) begin
            baudCounter <= 0;
            if (sending < 8) begin
                message <= {rx, message[7:1]};
                sending <= sending + 1;
            end
            else begin
                pcInput <= message;
                sending <= 0;
                idle <= 1;
            end
        end
    end
end
endmodule
module traffic_light_uarttx (
    input wire clk, 
    input wire [1:0] selectUart,
    output reg tx
);
reg [23:0] counter = 0;
reg [1:0] prevSelectUart = 1;
reg [6:0] baudCounter = 0;
reg [7:0] message [10:0];
reg stop = 0;
reg start = 1;
reg [3:0] sending = 0;
reg [3:0] index = 0;
reg [3:0] messageLength;
reg [7:0] tempShift;
integer i;
initial begin
    tx = 1;
end 
always @(posedge clk) begin
    case (selectUart)
        2'b00: begin
            message[0] <= "G";
            message[1] <= "r";
            message[2] <= "e";
            message[3] <= "e";
            message[4] <= "n";
            message[5] <= " ";
            message[6] <= 8'd0;
            message[7] <= 8'd0;
            message[8] <= 8'd0;
            message[9] <= 8'd0;
            message[10] <= 8'd0;
            messageLength <= 6;
        end
        2'b01: begin
            message[0] <= "Y";
            message[1] <= "e";
            message[2] <= "l";
            message[3] <= "l";
            message[4] <= "o";
            message[5] <= "w";
            message[6] <= " ";
            message[7] <= 8'd0;
            message[8] <= 8'd0;
            message[9] <= 8'd0;
            message[10] <= 8'd0;
            messageLength <= 7;
        end
        2'b10: begin
            message[0] <= "R";
            message[1] <= "e";
            message[2] <= "d";
            message[3] <= " ";
            message[4] <= 8'd0;
            message[5] <= 8'd0;
            message[6] <= 8'd0;
            message[7] <= 8'd0;
            message[8] <= 8'd0;
            message[9] <= 8'd0;
            message[10] <= 8'd0;
            messageLength <= 4;
        end
        2'b11: begin
            message[0] <= "P";
            message[1] <= "e";
            message[2] <= "d";
            message[3] <= "e";
            message[4] <= "s";
            message[5] <= "t";
            message[6] <= "r";
            message[7] <= "i";
            message[8] <= "a";
            message[9] <= "n";
            message[10] <= " ";
            messageLength <= 11;
        end 
    endcase
    baudCounter <= baudCounter + 1;
    if (baudCounter >= 104) begin
        baudCounter <= 0;
        if (index == messageLength || selectUart == prevSelectUart) begin 
            tx <= 1;
            index <= 0;
            prevSelectUart <= selectUart;
        end
        else if (start) begin
            tx <= 0;
            start <= 0;
        end
        else if (stop) begin
            stop <= 0;
            sending <= 0;
            start <= 1;
        end
        else begin
            if (sending < 8) begin
                tx <= tempShift[0];  
                tempShift <= tempShift >> 1;
                sending <= sending + 1;
            end
            else begin
                stop <= 1;
                tx <= 1;
                index <= index + 1;
                tempShift <= message[index];
            end
        end
    end
end
endmodule
[design/flow/run.sh]
#!/bin/bash
# OpenROAD 26Q1-2900-gdf79404cd8, Yosys 0.63+post, stock flow scripts
make -C /OpenROAD-flow-scripts/flow DESIGN_CONFIG=/design/flow/config.mk WORK_HOME=/design/flow/orfs finish
==> results.ini <==
[logic_synthesis]
ys_seq_share_pct = 53.9
ys.warnings.count = 7
ys_chip_area_mm2 = 0.00570
ys.flop_type = dfxtp_1
synth_cell_types = 67
syn_inst = 540
yosys_cells = 540
numSynthFlops = 126
async_reset_ff_share_pct = 0
edf_count = 55
syn-mean-instance-area_um2 = 10.6
synth_area_mm2 = 0.00570

[placement]
hpwl_um = 6420
dpl_cell_area_mm2 = 0.00602
port_buffers = 15
pre_cts_ws_ns = 0.637
routabilityCongestion = 0.879

[critical_path]
r2r_start = uarttx_module.index[1]
crit_fanout = 15
cp.required_ns = 3.23
startpoint = uarttx_module.index[1]
worstReg2RegEnd = uarttx_module.tempShift[1]
crit_path_end_kind = flop
cp.arrival_ns = 2.62
path_class = reg2reg
r2r_setup_slack_ns = 0.62
rr_worst_depth = 7
crit_end = uarttx_module.tempShift[1]
startpoint_type = flop

[floorplan]
chipWidth_um = 121
dieArea_mm2 = 0.0147
fp_util_pct = 41.1
die_h_um = 121
ios = 16
std_cell_rows = 43
core-area_mm2 = 0.0139

[timing]
period_used_pct = 80.0
setup_viol = 0
drv_slew = 0
worstMarginPinSlew_ns = 0.748
fin_skew_ns = 0.00612
fin_ws_ns = 0.619
hold_viol_final = 0
slew_headroom_pct = 50.1
final.setup.tns_ns = 0
rsz0062_at_grt = false
clock.fmax_mhz = 403
hold_ws_ns = 0.353
period_needed_ns = 2.48

[status]
outcome = complete, no violations

[routing]
drtAntennaViolNets = 0
num_vias = 3816
drt-total-wl_um = 9390
drtIter0Drc = 299
diodes = 0
remaining_drc_errors = 0
wl_per_cell_um = 12.5
drtPass1Iterations = 4
via_per_inst = 5.07

[global_route]
grt_pass1_wl_um = 16700
grt_pass1_vias = 3697
antenna_found_initial = 0
grt_max_degree = 24
overflow = 0
grt_usage_pct = 14.5

[cells_and_area]
lay_top_cells = dfxtp_1 (71), nor2_1 (64), edfxtp_1 (55), inv_1 (37), nand2_1 (29)
drive_gt1_share_pct = 9.42
fin_area_mm2 = 0.00662
area_growth_pct = 16.2
lay_top_count = dfxtp_1

[flow_run]
maxCapViolCount = 0
tool_warnings = 42

[clock_network]
cts_buffer_depth = 2
clk_latency_ns = 0.40
cts_root_buffer = clkbuf_16
cts.sinks = 126
cts_made_buffers = 17
htree_levels = 4
clk_pin_slew_worst_paths_ns = 0.05
cts_tree = yes
cts-resized-gates = 0
postCtsHoldBufs = 0
cts_setup_buffers = 0

[power]
p_leak_uw = 0.00258
pwr_density_cell_mw_per_mm2 = 861
max-vdd-ir-drop_mv = 0.409

[min_path]
hp-class = reg2reg

-- how the worst min path moves through the flow --
stage | slack, ns | to | cells past startpoint | startpoint
global route | 0.36 | c | 1 | segmentDisplay[4]
finish | 0.35 | e | 1 | segmentDisplay[2]
CTS | 0.36 | e | 1 | segmentDisplay[2]
-- sequential cells by signal, indices dropped and copies added (netlist names), 4 cells and up --
| name | flops |
|---|---|
| uartrx_module.sending | 4 |
| uarttx_module.sending | 4 |
| uartrx_module.pcInput | 8 |
| uarttx_module.tempShift | 7 |
| uarttx_module.baudCounter | 7 |
| uarttx_module.index | 4 |
| counter | 24 |
| uartrx_module.baudCounter | 8 |
| segmentDisplay | 7 |
| uarttx_module.message | 8 |
| uartrx_module.message | 8 |
-- cells by family (layout without fill, tap and decap cells) --
family	count (synthesis)	after routing	share of synthesized area, %
compound gates	92	92	10.7
xor+xnor	40	40	6.15
fa+ha+maj	26	26	5.71
buf+inv	55	88	3.93
flops	126	126	53.9
mux	4	4	0.724
simple gates	197	197	18.9
-- cell type report --
cell class	count	area, um2
Tap cell	180	225
Timing Repair Buffer	19	180
Clock inverter	6	42.5
Inverter	37	139
Multi-Input combinational cell	359	2400
Fill cell	1238	7260
Clock buffer	26	558
Sequential cell	126	3070
-- metrics by stage --
step / std cells / utilization [%] / total power (uW)
global placement: 721 / 43.4 / 3780
global route: 753 / 47.7 / 6060
detailed placement: 721 / 43.4 / 3800
finish: 753 / 47.7 / 5700
CTS: 753 / 47.7 / 5750
floorplan: 540 / - / 3380
-- worst max-delay path, cell delays in order (launching register included) --
cell and delay (ns):
edfxtp_1 0.45, inv_1 0.11, ha_1 0.47, nor3_1 0.14, o21ai_0 0.32, o41ai_2 0.21, a222oi_1 0.39, a21oi_1 0.12
-- routing by layer --
metal	track usage (%)	vias up	wire (um)	share of wire, %
met2	21.8	67	4310	46
met3	4.17	10	400	4.3
met5	0	-	0	0
met4	2.31	0	109	1.2
li1	-	1942	-	-
met1	22.0	1797	4570	49
-- power breakdown --
group,switching (uW),internal (uW)
Clock,675,1250
Sequential,296,2100
Combinational,720,670
-- synth_stat cells, drive strengths merged (4+ instances only) --
cell	n	area (um2)
dfxtp	71	1420
nor2	64	240
edfxtp	55	1650
inv	37	139
nand2	29	109
a21oi	27	135
ha	26	325
o21ai	22	110
xnor2	20	175
xor2	20	175
nand3	19	105
and2	11	68.8
clkbuf	11	41.3
nor3	11	65.1
nor2b	10	62.6
buf	7	43.8
nor4	7	65.1
a211oi	6	45.0
nand4	6	52.6
or2	6	37.5
or3	6	37.5
o2bb2ai	5	43.8
a22oi	4	30.0
and3	4	26.3
nand2b	4	25.0
nor3b	4	35.0
o21bai	4	30.0
Power figures rest on the tool's default switching activity, not on a simulated workload.
